==> design/flow/design.v <==
module byte_adder (
   input        clk
  ,input        rst_n
  ,input        init
  ,input        in_valid
  ,input  [7:0] in
  ,output [7:0] out
);
  reg [7:0] previous_byte_reg;
  always_ff @ (posedge clk or negedge rst_n)
    if(!rst_n)
      previous_byte_reg <= '0;
    else if(init)
      previous_byte_reg <= 8'd3;
    else if(in_valid)
      previous_byte_reg <= in;
  assign out = in + previous_byte_reg;
endmodule
==> design/flow/run.sh <==
#!/bin/bash
# OpenROAD 26Q1-2900-gdf79404cd8, Yosys 0.63+post, stock flow scripts
make -C /OpenROAD-flow-scripts/flow DESIGN_CONFIG=/design/flow/config.mk WORK_HOME=/design/flow/orfs finish
==> design/flow/config.mk <==
export PLATFORM = sky130hd
export DESIGN_NAME = byte_adder
export DESIGN_NICKNAME = byte_adder
export VERILOG_FILES = /design/flow/design.v
export SDC_FILE = /design/flow/constraint.sdc
export NUM_CORES = 4
export LEC_CHECK = 1
export CORE_AREA = 10 10 70 70
export DIE_AREA = 0 0 80 80
==> design/flow/constraint.sdc <==
current_design byte_adder

set clk_period 3.8
set clk_io_pct 0.2

create_clock -name clk0 -period $clk_period [get_ports {clk}]

set non_clock_inputs [all_inputs -no_clocks]
set_input_delay [expr $clk_period * $clk_io_pct] -clock clk0 $non_clock_inputs
set_output_delay [expr $clk_period * $clk_io_pct] -clock clk0 [all_outputs]
==> metrics.csv <==
metric,value,unit
CTS Buf Count,3,
clk buf depth,2,
leak pwr,0.407,nW
Yosys top cell by area,dfrtp_1,
dpl ws,159,ps
Final Setup Violations,0,
Max VDD drop,59.3,uV
Comb pwr share,40.9,%
die footprint,6400,um^2
final period utilization,95.2,%
"Req. time, crit path",3040,ps
worst-path cell chain,clkdlybuf4s50_1 > ha_1 > inv_1 > fa_1 > nor2b_4 > o31a_1 > o311ai_1 > clkdlybuf4s50_1,
Placed Cells,132,
Critical Path Fanout Max,3,
crit-path max cell delay,520,ps
non-filler instance count after layout,135,
comb area leader,AND-OR/OR-AND gates,
FP Util,19.0,%
Root Driver,clkbuf_4,
CTS tree,done,
I/O Pins,20,
yosys synthesis chip area,648,um^2
via count,554,
aoi share,20.3,%
arrival time worst endpoint,2860,ps
num rows,21,
CP Class,input port to primary output,
Largest register FFs,8,
cell with the most instances after synthesis,dfrtp_1,
Post-synth seq share,30.9,%
vias per inst,4.10,
ys cells,68,
TritonRoute pass-1 iters,5,
area post-placement,891,um^2
"Design Area, Final",913,um^2
post-DP HPWL,1.32,mm
Util after Layout,26.7,%
Power Dens Cells,285,nW/um^2
cell family with the largest share of critical-path delay,buffers and inverters,
"EDFF count, synth",0,
DR iter-0 viols,27,
final max-slew violation count,0,
Max Clock Freq,276,MHz
fin crit period,3620,ps
die span in y,80,um
initial antenna violation count,0,
run status,"finished, final reports clean",
met3 usage,1.02,%
tool warnings,25,
Clk pwr share,23.5,%
Hold/Removal Path Class,flop to flop,
vias in the first global route,570,
worst-margin pin slew,463,ps
Fin Hold WS,504,ps
NetSw,0.0694,mW
Die Wd,80,um
largest net degree at the start of global routing,10,
wire per inst,11.0,um
met2 usage in global routing,8.43,%
"XOR Share, Synth",5.41,%
post-cts repair resize count,0,
Port Buffer Count,19,
"Buf+Inv Stages, Crit Path",3,
Final GP Congestion,0.771,
Switching Share,26.7,%
commonest cells in the netlist,"dfrtp_1, ha_1, mux2i_1, nor2_1, inv_1",
cell count after synthesis,68,
Flop pwr share,35.6,%
M1 GR Usage,5.91,%
clock sinks,8,
setup TNS,0,ps
Fill cells,369,
Most Crowded Layer GR,met2,
register area,200,um^2
layout cell share with drive strength beyond 1,4.49,%
Final Skew,0,ps
postcts setup bufs,0,
DRC viols,0,
synthesized area,648,um^2
Power Internal,0.191,mW
most numerous cell on the critical path,clkdlybuf4s50_1,
slowest cell on the critical path,clkdlybuf4s50_1,
Basic Gates by Area,11.8,%
core box area,3420,um^2
yosys warning tally,1,
Worst slew margin,68.9,%
total gr overflow,0,
Synth Area in Adders,16.6,%
Ant. Diodes,0,
Fin. Hold Viols,0,
Max-area cell share,30.9,%
Max-cap violations,0,
Seq cells post-synth,8,
RSZ-0062 raised after global routing,no,
Worst Slack Setup Final,182,ps
top area cells in the synthesized netlist,"dfrtp_1, ha_1, mux2i_1",
"Top FF cell, synth",dfrtp_1,
Avg Inst Size Synth,9.53,um^2
Tot Pwr,0.260,mW
CP Capture Type,primary output,
Yosys cell types,26,
global-route wire length before repair,2.55,mm
Post-CTS Hold Buffers,0,
WL final,1.48,mm
Post-DRT Antenna Nets,0,
total global-route track usage,4.83,%
"mux frac, synth",10.8,%
fraction of registers with async set/reset,100,%
Late-Pin Clk Latency,240,ps
Clock transition at path regs,50,ps
area growth from synthesis to layout,40.9,%
multi-input logic area,420,um^2
CTS H-tree lvls,1,
crit start category,input port,
[kinds of logic after synthesis]
group	after synthesis
AND/OR/NAND/NOR	15
AND-OR/OR-AND	19
adder cells (fa/ha/maj)	8
XOR/XNOR	4
buffers and inverters	7
flip-flops	8
multiplexers	7
[cell usage in the layout (no fill, tap or decap)]
master           count
a21o_1               1
o311ai_0             1
clkdlybuf4s50_1     19
xnor2_1              2
o21a_1               1
xor2_1               2
nand2b_1             1
fa_1                 1
o21ai_0              2
o31a_1               1
dfrtp_1              8
inv_1                6
clkbuf_4             3
nor2_1               7
o311ai_1             1
ha_1                 7
o2bb2ai_1            1
nor2b_1              1
mux2i_1              7
nor2b_4              1
a221oi_1             1
a211oi_1             1
nand2_1              3
o211ai_1             4
nor3_1               1
nor3b_1              1
a21oi_1              5
[worst paths after layout]
path	startpoint	to	slack (ps)	depth (start not counted)
max	in[0]	out[6]	180	8
min	previous_byte_reg[0]$_DFFE_PN0P_	previous_byte_reg[0]$_DFFE_PN0P_	500	2
max reg2reg	previous_byte_reg[6]$_DFFE_PN0P_	previous_byte_reg[6]$_DFFE_PN0P_	3090	2
min reg2reg	previous_byte_reg[0]$_DFFE_PN0P_	previous_byte_reg[0]$_DFFE_PN0P_	500	2
max in group asynchronous	rst_n	previous_byte_reg[6]$_DFFE_PN0P_	2760	1
min in group asynchronous	rst_n	previous_byte_reg[0]$_DFFE_PN0P_	790	1
[worst reg2reg max path, cell delays in order (launching register included)]
cell and delay, ps:
dfrtp_1 380, mux2i_1 150, nor2_1 60
[cell type report]
type | instances | share of cell area (%)
multi-input cells | 53 | 46.0
flip-flops and latches | 8 | 21.9
well taps | 46 | 6.30
inverters | 6 | 2.47
repair buffers | 19 | 20.8
clock buffers | 3 | 2.47
[power by group through the flow]
| stage | clock, mW | combinational [mW] | sequential, mW |
|---|---|---|---|
| after CTS | 0.0646 | 0.109 | 0.0928 |
| after global routing | 0.0674 | 0.121 | 0.0935 |
| final | 0.0612 | 0.106 | 0.0928 |
[routing by layer]
| layer | vias to the layer above | part of all wire [%] |
|---|---|---|
| met5 | - | 0 |
| met4 | 0 | 1.9 |
| met3 | 4 | 4.8 |
| met2 | 15 | 50 |
| met1 | 245 | 43 |
| li1 | 290 | - |
No activity file was given, so power comes from the tool's default toggle rates.
