`./config.mk`:
```
export PLATFORM = sky130hd
export DESIGN_NAME = fsm
export DESIGN_NICKNAME = fsm
export VERILOG_FILES = /design/flow/design.v
export SDC_FILE = /design/flow/constraint.sdc
export NUM_CORES = 4
export LEC_CHECK = 1
export CORE_AREA = 10 10 70 70
export DIE_AREA = 0 0 80 80
```
`./run.sh`:
```
#!/bin/bash
# OpenROAD 26Q1-2900-gdf79404cd8, Yosys 0.63+post, stock flow scripts
make -C /OpenROAD-flow-scripts/flow DESIGN_CONFIG=/design/flow/config.mk WORK_HOME=/design/flow/orfs finish
```
`./design.v`:
```
module fsm (
   input            clk
  ,input            rst_n
  ,input            en
  ,output reg [1:0] out_code
);
  localparam S0 = 2'b00;
  localparam S1 = 2'b01;
  localparam S2 = 2'b10;
  localparam S3 = 2'b11;
  reg [1:0] current_state;
  reg [1:0] next_state;
  always_ff @ (posedge clk or negedge rst_n)
    if(!rst_n)
      current_state <= S0;
    else
      current_state <= next_state;
  always_comb
    case(current_state)
      S0: begin
        out_code    = 2'd0;
        next_state  = en ? S1 : S0;
      end
      S1: begin
        out_code    = 2'd1;
        next_state  = en ? S2 : S1;
      end
      S2: begin
        out_code    = 2'd2;
        next_state  = en ? S3 : S2;
      end
      S3: begin
        out_code    = 2'd3;
        next_state  = en ? S0 : S3;
      end
    endcase
endmodule
```
`./constraint.sdc`:
```
current_design fsm

set clk_period 1.0
set clk_io_pct 0.2

create_clock -name clk0 -period $clk_period [get_ports {clk}]

set non_clock_inputs [all_inputs -no_clocks]
set_input_delay [expr $clk_period * $clk_io_pct] -clock clk0 $non_clock_inputs
set_output_delay [expr $clk_period * $clk_io_pct] -clock clk0 [all_outputs]
```
==> CHANGELOG.md <==
## Flow update

- Outcome: complete, but fails checks
- Failing checks: setup timing
- Combinational group share of total power: 3.6%
- Post-route DRC: 0
- Die Width: 80 um
- Setup CP Type: flop to output pin
- Routed length per placed instance: 5.72 um
- Share of layout cells above drive strength 1: 71.4%
- CTS root buf: clkbuf_4
- Maxcap violations: 0
- CTS clk-pin slew, worst paths: 0.05 ns
- Type of the worst min-delay path: input pin to asynchronous set/reset pin
- First-pass GRT wire length: 621 um
- Synthesis area per yosys: approximately 160 um2
- TNS Setup: -0.363 ns
- Top cells, area: dfrtp_1 (47%), mux2_2 (28%), dfstp_2 (17%)
- Worst Max-Slew Pin Slew: roughly 0.22 ns
- Leakage: 0.148 nW
- Async SR Flop Fraction: ~100%
- Final Skew: 0.0123 ns
- Crit path DRT: 0.80 ns
- Mapped cell area: 159 um2
- Clk latency late pin: roughly 0.25 ns
- Post-synth top area cell: dfrtp_1
- Internal power: 0.000322 W
- Total Power: a little over 0.0004 W
- Max-slew violation count: 0
- Total track usage: under 10%
- Clk pwr share: a little under three fifths
- M2 GR Usage: 1.20%
- 1st-iter DRT viols: 7
- Flip-flops with a built-in enable: 0
- Placer Congestion: a little under 0.7
- Fillcell total: 396
- Top cell type's share of synthesized area: about 47%
- Tool warnings: 27
- Net switching power: 0.0000878 W
- Commonest cells post-synth: mux2_2 (4), dfrtp_1 (3), or2_2 (2), dfstp_2 (1)
- I/O Buffers: 4
- Mean Syn Cell Area: about 16 um2
- CTS buffer count: 3
- Grt met3 use: 2.84%
- Count leader, synth: mux2_2
- Final wirelength: 383 um
- Yosys warns: 1
- Cycle use final: 119%
- Synth Flop Type: dfrtp_1
- Sequential power share: 39.7%
- Cell Pwr Density: 1270 nW/um2
- CTS Buffer Depth: 2
- Core area: 3420 um2
- CP Capture Type: output pin
- Synth Instances: 10
- Total number of vias: 124
- Final ANT Viol Nets: 0
- Peak VDD IR: roughly 0.00015 V
- Via-per-instance ratio: 1.85
- CTS tree: done
- Synth unique cells: 4
- Die Span Y: 80 um
- Hold-fix buffers, CTS: 0
- # diodes: 0
- Largest net degree at the start of global routing: 5
- Die footprint: 6400 um2
- GRT busiest layer: met3
- Sw frac: 21.4%
- Final Hold Fails: 0
- Met1 GRT Util: 1.33%
- Final setup violation count: 2
- Fmax: 840 MHz
- # Cells Yosys: 10
- CP Max Fanout: 2
- Final WS setup: -0.190 ns
- Area Growth Syn to Fin: 103%
- Initial core utilization: 4.65%
- Row count: 21
- Ports: 5
- CP startpoint kind: flop
- Slew headroom: 85.5%
- Placed cell area: around 270 um2
- Final Instance Area: 323 um2
- Post-layout minimum cycle time: about 1.2 ns
- Initial antenna violation count: 0
- RSZ-0062 raised after global routing: yes
- CP arrival: 0.99 ns
- Vias in the first global route: around 130
- Sink Count: 4
- Remaining Overflow, GRT: 0
- CTS H-tree lvls: 1
- Seq share, synth: between 60% and 70%
- Flops out of synthesis: 4
- 1st-pass router iterations: 2
-- critical path: stages, from the launching register on --
cell     delay (ns)
dfrtp_1        0.38
or2_4          0.25
buf_6          0.10
-- layout by cell type, fill, tap and decap left out --
cell type / n
or2_4: 2
dfstp_2: 1
clkbuf_4: 3
clkdlybuf4s50_1: 1
dfrtp_1: 3
mux2_4: 1
buf_4: 2
buf_6: 3
mux2_2: 3
clkbuf_1: 1
dlymetal6s2s_1: 1
-- through the flow --
step	setup slack [ns]	utilization, %	std cells	hold WS (ns)
floorplan	0.174	-	10	-0.0956
global placement	-0.264	7.95	62	0.409
detailed placement	-0.277	7.95	62	0.413
CTS	-0.190	9.01	68	0.152
global route	-0.221	9.45	67	0.151
finish	-0.190	9.45	67	0.145
-- power by group through the flow --
| stage | registers (W) | logic [W] | clock network, W |
|---|---|---|---|
| after CTS | 0.000163 | 0.0000154 | 0.000235 |
| after global routing | 0.000163 | 0.0000165 | 0.000258 |
| final | 0.000163 | 0.0000148 | 0.000232 |
-- metal layers --
metal  wire length [um]  share of wire, %
met2                108                28
met1                148                39
met4                 10               2.6
met3                115                30
met5                  0                 0
-- layout make-up --
class	instances	area, um2	share of cell area, %
flip-flops and latches	4	101	31.4
repair buffers	7	71.3	22.1
multi-input cells	6	66.3	20.5
well taps	46	57.6	17.8
clock buffers	4	26.3	8.14
-- final timing paths --
path                       depth (start not counted)  startpoint                          to  slack [ns]
hold / removal                                     1       rst_n  asynchronous set/reset pin        0.14
hold reg to reg                                    2        flop                        flop        0.60
setup / recovery                                   2        flop                 out_code[1]       -0.19
min in group clk0                                  2          en                        flop        0.36
max in group asynchronous                          1       rst_n  asynchronous set/reset pin        0.61
setup reg to reg                                   2        flop                        flop        0.10
-- logic make-up after synthesis --
logic type	Yosys count	share of synthesized area, %
multiplexers	4	28.3
flip-flops	4	63.8
AND/OR/NAND/NOR	2	7.87
-- what timing repair did --
| action | 4_1_cts | 5_1_grt |
|---|---|---|
| resized | 8 | 5 |
| pin swaps | 2 | 1 |
| buffers inserted | 2 | 1 |
| endpoints found under the setup margin | 2 | 6 |
| cloned | 0 | 0 |
Power is estimated from default activity; no workload was simulated.
